$ cat ./run.sh
#!/bin/bash
# OpenROAD 26Q1-2900-gdf79404cd8, Yosys 0.63+post, stock flow scripts
make -C /OpenROAD-flow-scripts/flow DESIGN_CONFIG=/design/flow/config.mk WORK_HOME=/design/flow/orfs finish
$ cat ./config.mk
export PLATFORM = sky130hd
export DESIGN_NAME = encode83
export DESIGN_NICKNAME = encode83
export VERILOG_FILES = /design/flow/design.v
export SDC_FILE = /design/flow/constraint.sdc
export NUM_CORES = 4
export LEC_CHECK = 1
export CORE_AREA = 10 10 70 70
export DIE_AREA = 0 0 80 80
$ cat ./constraint.sdc
current_design encode83

set clk_period 3.0
set clk_io_pct 0.2

create_clock -name clk0 -period $clk_period

set non_clock_inputs [all_inputs -no_clocks]
set_input_delay [expr $clk_period * $clk_io_pct] -clock clk0 $non_clock_inputs
set_output_delay [expr $clk_period * $clk_io_pct] -clock clk0 [all_outputs]
$ cat ./design.v
module encode83(x,o_led,o_seg,y);
    input [7:0] x;
    output reg [2:0] o_led;
    output [6:0] o_seg;
    output y;
    assign y = | x;
    always @(x) begin
        casez (x)
            8'b1??????? : o_led = 3'b111; 
            8'b01?????? : o_led = 3'b110; 
            8'b001????? : o_led = 3'b101; 
            8'b0001???? : o_led = 3'b100; 
            8'b00001??? : o_led = 3'b011; 
            8'b000001?? : o_led = 3'b010; 
            8'b0000001? : o_led = 3'b001; 
            8'b00000001 : o_led = 3'b000; 
            default : o_led = 3'b000;
        endcase
    end
    bcd7seg seg0(.b({1'b0,o_led}),.h(o_seg));
endmodule
module bcd7seg(b,h);
    input [3:0] b;
    output reg[6:0] h;
    always @(b) begin
        case (b)
            4'd0:  h =~ 7'b0111111;
            4'd1:  h =~ 7'b0000110;
            4'd2:  h =~ 7'b1011011;
            4'd3:  h =~ 7'b1001111;
            4'd4:  h =~ 7'b1100110;
            4'd5:  h =~ 7'b1101101;
            4'd6:  h =~ 7'b1111101;
            4'd7:  h =~ 7'b0000111;
            4'd8:  h =~ 7'b1111111;
            4'd9:  h =~ 7'b1101111;
            4'd10:  h =~ 7'b1110111;
            4'd11:  h =~ 7'b1111100;
            4'd12:  h =~ 7'b0111001;
            4'd13:  h =~ 7'b1011110;
            4'd14:  h =~ 7'b1111001;
            4'd15:  h =~ 7'b1111000;
            default: h =~ 7'b1001001;
        endcase
    end
endmodule
==> results.txt <==
status: finished clean
Flop area: 0 µm²
YS warnings: 2
Worst Path Arrival: 2320 ps
# diodes: 0
largest net degree at the start of global routing: 6
switch share: 36.5%
Core Footprint: 3420 µm²
Period minus WS final: 2920 ps
Syn Area/Cell: 7.51 µm²
worst min path class: in -> out
Core Util at FP: 5.93%
Worst-Margin Slew: 246 ps
Slew HR: 83.5%
Logic pwr share: 100.0%
Pint: 0.0000390 W
placed instance count: 103
post-synthesis chip area from yosys: 203 µm²
Post-Layout Cell Count: 106
DRT Wirelength: 917 µm
CP startpoint kind: input pin
crit path max fanout: 3
Slew Viols, Final: 0
crit path capture type: output pin
drt first pass iters: 2
LEAKAGE: 0.255 nW
f_max: 0.343 GHz
Min Hold Slack: 1740 ps
Via density: 2.75
die width: 80 µm
FP Rows: 21
# hold bufs at CTS: 0
Final ANT Viol Nets: 0
Layout area overhead: 176%
DR iter-0 viols: 7
DR vias: 291
Total GRT Usage: 2.56%
WP data required: 2400 ps
max cap viols: 0
initial antenna violation count: 0
number of global-route vias before repair: 277
GR Overflow Total: 0
Distinct cells, synth: 14
Synth Seq Share: 0%
fin crit share: 97.3%
P per Cell Area: 110 nW/µm²
Seq pwr share: 0%
drt drc: 0
Cell Area, Synth: 203 µm²
Buffers on Ports: 19
Post-Synthesis Cells: 27
IO Pins: 19
GP Congestion: 0.775
power share of the clock group: 0%
die area: 6400 µm²
Net Sw Power: 0.0000224 W
share of post-route cells with drive strength above 1: 41.7%
WHS Path Cells: 4
IR drop worst, VDD: 0.0267 mV
ys cells: 27
post-DR wirelength/cell: 8.65 µm
total chip power: 0.0000615 W
RSZ-0062 raised after global routing: true
DP HPWL: 768 µm
global-route wire length before repair: 1390 µm
flip-flops: 0
Hold Fails Final Rpt: 0
Final setup viols: 0
CP Class: in -> out
count of tool warnings: 37
CLK BUF: 0
Die Ht: 80 µm
## worst max-delay path: stages
cell and delay (ps):
dlygate4sd2_1 250, or2_4 250, a211oi_2 260, buf_4 170, inv_2 40, ha_1 180
and2_2 170, clkdlybuf4s50_1 400
## per-layer routing
| metal | wire length [µm] | part of all wire (%) | track usage, % | vias up |
|---|---|---|---|---|
| met3 | 166 | 18 | 1.36 | 0 |
| met4 | 0 | 0 | 0 | 0 |
| met2 | 225 | 25 | 2.17 | 18 |
| met5 | 0 | 0 | 0 | - |
| met1 | 525 | 57 | 4.75 | 109 |
| li1 | - | - | - | 164 |
## through the flow
stage          utilization [%]  setup TNS, ps  area, µm²  setup WS (ps)
2_1_floorplan                -              0        203            646
3_3_place_gp              15.6          -1990        533           -327
3_5_place_dp              15.6          -2000        533           -318
4_1_cts                   15.8              0        541           4.15
5_1_grt                   16.4          -35.8        559          -21.0
6_report                  16.4              0        559           82.1
## cells by family (layout without fill, tap and decap cells)
kind of cell / count (synthesis) / after routing / share of synthesized area, %
compound gates: 8 / 8 / 24.7
buf+inv: 4 / 37 / 7.41
fa+ha+maj: 5 / 5 / 30.9
mux: 1 / 1 / 4.94
simple gates: 9 / 9 / 32.1
## path summary, 6_finish.rpt
kind,startpoint,endpoint
setup / recovery,x[2],o_seg[2]
hold / removal,x[1],o_seg[4]
## cells in the mapped netlist
master	number	area, µm²
a211oi_1	1	7.51
a21oi_1	2	10.0
and2_2	2	15.0
ha_1	5	62.6
inv_1	3	11.3
inv_2	1	3.75
mux2i_1	1	10.0
nand2_1	4	15.0
nor4_4	1	21.3
o21ai_0	3	15.0
o31a_2	1	10.0
o31ai_1	1	7.51
or2_2	1	6.26
or4_1	1	7.51
## power by group through the flow
stage / Sequential, W / Combinational, W / Clock, W
6_report: 0 / 0.0000615 / 0
5_1_grt: 0 / 0.0000686 / 0
4_1_cts: 0 / 0.0000612 / 0
## layout make-up
| cell class | instances | area (µm²) |
|---|---|---|
| fillers | 388 | 2860 |
| inverters | 4 | 15.0 |
| multi-input cells | 23 | 204 |
| well taps | 46 | 57.6 |
| repair buffers | 33 | 283 |
## cells in the final DEF, fill, tap and decap left out, types with 2 or more instances in the layout
cell type and count:
nand2_1 4, inv_1 2, o21ai_0 2, clkdlybuf4s50_1 9, and2_2 2, dlygate4sd2_1 8, ha_1 5, buf_4 14
inv_2 2
## repair_timing
item | CTS | global route
pin swaps | 3 | 2
setup endpoints to repair | 9 | 5
resized | 13 | 5
setup buffers | 1 | 2
gates cloned | 0 | 0
Power figures rest on the tool's default switching activity, not on a simulated workload.
