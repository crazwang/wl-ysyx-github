### ./config.mk
export PLATFORM = sky130hd
export DESIGN_NAME = light
export DESIGN_NICKNAME = light
export VERILOG_FILES = /design/flow/design.v
export SDC_FILE = /design/flow/constraint.sdc
export NUM_CORES = 4
export LEC_CHECK = 1
export CORE_UTILIZATION = 30
### ./constraint.sdc
current_design light

set clk_period 4.4
set clk_io_pct 0.2

create_clock -name clk0 -period $clk_period [get_ports {clk}]

set non_clock_inputs [all_inputs -no_clocks]
set_input_delay [expr $clk_period * $clk_io_pct] -clock clk0 $non_clock_inputs
set_output_delay [expr $clk_period * $clk_io_pct] -clock clk0 [all_outputs]
### ./design.v
module light(
	input clk,
	input rst,
	output reg [15:0] led
);
	reg [31:0] count;
	always @(posedge clk) begin
		if(rst) begin led <= 1; count <=0;end
		else begin
			if(count == 0) led <= {led[14:0],led[15]};
				count <= (count >=5000 ? 32'b0 : count+1);
		end
	end
endmodule
### ./run.sh
#!/bin/bash
# OpenROAD 26Q1-2900-gdf79404cd8, Yosys 0.63+post, stock flow scripts
make -C /OpenROAD-flow-scripts/flow DESIGN_CONFIG=/design/flow/config.mk WORK_HOME=/design/flow/orfs finish
==> results_dict.tcl <==
# yosys + openroad results
set metrics [dict create \
    status "completed" \
    worstPathMaxFanout 19 \
    numCtsBuffers 5 \
    post-route-cell-area_sq_um 2120 \
    reg2reg_depth 6 \
    clock_power_share_pct 48.3 \
    finalClockPeriodUsage_pct 50.3 \
    postPlaceCellArea_sq_um 1960 \
    yosysChipArea_sq_um 1660 \
    fmax_mhz 452 \
    p_leak_nw 0.715 \
    crit_end "count[11]" \
    maxSlewViolCount 0 \
    fp_util_pct 31.7 \
    crit_chain "clkdlybuf4s50_1 > or4b_4 > nor2_1" \
    area_delta_synth_final_pct 27.3 \
    wl_per_cell_um 9.57 \
    rsz0062_at_grt "no" \
    ant_nets 0 \
    p_sw_share_pct 16.7 \
    n_fill_cell 503 \
    slew_headroom_pct 61.2 \
    setup-tns-final_ps 0 \
    clock_latency_ps 290 \
    warnings 26 \
    critical_path_class "input pin to register" \
    grt_pass1_vias 978 \
    crit_family "simple AND/OR/NAND/NOR gates" \
    ir_drop_v 0.000184 \
    path_buffers 1 \
    syn_inst 152 \
    vias 1049 \
    edf_count 0 \
    power_mw 0.877 \
    cts_tree "built" \
    drt_iter0_markers 84 \
    remaining_drc_errors 0 \
    cpPeakStageDelay_ps 750 \
    core-area_sq_um 5240 \
    cts_hold_buf 0 \
    cts_buffer_depth 2 \
    seq_power_share_pct 50.8 \
    place_congestion 0.764 \
    io_pins 18 \
    avgSynthCellArea_sq_um 10.9 \
    critPathCaptureType "register" \
    hold_class "register to register" \
    clock_sinks 48 \
    cpMaxStageDelayCell "or4b_4" \
    ys_seq_share_pct 57.8 \
    cts-resized-gates 0 \
    grtUsageTotal_pct 9.48 \
    yosys_warnings 1 \
    synthDistinctLibCells 24 \
    dp_hpwl_um 1710 \
    power.switching_mw 0.146 \
    chipArea_sq_um 5840 \
    htreeDepth 2 \
    skew_ps 5.65 \
    ff2ff_setup_slack_ps 2570 \
    r2r_start "count[0]" \
    post_cts_buffers 0 \
    vias_per_cell 4.03 \
    fp.dieW_um 76.5 \
    post-place-cells 252 \
    grt-ovfl-total 0 \
    ff_type "dfxtp_1" \
    cp.arrival_ps 2450 \
    p_comb_share_pct 0.9 \
    drt_first_pass_iters 4 \
    cp.depth 3 \
    layout_min_cycle_time_ps 2210 \
    rows 26 \
    hold_violations 0 \
    fin_util_pct 40.4 \
    async_flop_share_pct 0 \
    ys_cells 152 \
    clkTransAtPathRegs_ps 80 \
    setup_viol 0 \
    antenna_found_initial 0 \
    start_kind "input pin" \
    p_int_mw 0.731 \
    synth_flops 48 \
    grt_pass1_wl_um 4500 \
    crit_required_ps 4630 \
    worstMarginPinSlew_ps 580 \
    die_y_um 76.5 \
    wirelength_um 2490 \
    antenna_cells 0 \
    synth_area_sq_um 1660 \
    maxCapViolCount 0 \
    powerDensity_nw_per_um2 414 \
    io_buffers 17 \
    layout.cells.non_filler 260 \
    drive_above_1_share_pct 5.79 \
    cts-root-buf "clkbuf_8" \
    r2r_end "led[2]" \
    crit_start "rst" \
    grt_start_max_net_pins 20 \
]
==> cell type report <==
class | instances | area [sq um] | share of cell area (%)
flip-flops and latches | 48 | 961 | 45.4
multi-input cells | 111 | 717 | 33.9
repair buffers | 17 | 170 | 8.04
clock inverters | 3 | 90.1 | 4.26
well taps | 70 | 87.6 | 4.14
clock buffers | 5 | 68.8 | 3.25
inverters | 6 | 22.5 | 1.06
==> metal layers <==
layer / wire length [um] / track usage, % / vias to the layer above / part of all wire [%]
met5: 0 / 0 / - / 0
met2: 1110 / 14.6 / 10 / 45
met1: 1240 / 13.7 / 468 / 50
met3: 83 / 2.55 / 4 / 3.3
li1: - / - / 567 / -
met4: 50 / 1.92 / 0 / 2.0
==> cell usage in the layout, fill, tap and decap left out, types with 6 or more instances in the layout <==
master and count:
conb_1 19, nand2b_1 16, nor4_1 6, dfxtp_1 48
inv_1 6, xnor2_1 9, nand4_1 6, nor2_1 17
mux2i_1 16, clkdlybuf4s50_1 17
==> power groups by stage <==
| stage | clock network (mW) | logic, mW | registers, mW |
|---|---|---|---|
| global route | 0.453 | 0.00941 | 0.447 |
| CTS | 0.436 | 0.00821 | 0.446 |
| finish | 0.424 | 0.00803 | 0.445 |
==> worst min path at each step <==
stage                    start  endpoint  slack, ps  depth (start not counted)
final                 count[0]  count[0]        490                          1
after global routing  count[0]  count[0]        510                          1
after CTS             count[0]  count[0]        500                          1
==> per-stage QoR <==
step           hold slack (ps)  worst slack [ps]
3_3_place_gp               461              1900
5_1_grt                    515              2090
6_report                   494              2190
2_1_floorplan              441              2530
3_5_place_dp               470              1870
4_1_cts                    502              2190
==> registers in the layout, indices dropped and copies added (netlist names) <==
register,flops
count,32
led,16
==> kinds of logic (layout without fill, tap and decap cells) <==
logic type	count (synthesis)	count (layout)	synth area share (%)
adder cells (fa/ha/maj)	2	2	1.50
AND-OR/OR-AND	2	2	0.601
AND/OR/NAND/NOR	61	61	21.3
XOR/XNOR	11	11	5.79
flip-flops	48	48	57.8
multiplexers	16	16	9.63
other	1	19	0.226
buffers and inverters	11	31	3.16
==> cell usage after synthesis, types with 2 or more instances <==
| cell type | n | area (sq um) |
|---|---|---|
| clkbuf_1 | 3 | 11.3 |
| nand2b_1 | 16 | 100 |
| nor3_1 | 5 | 25.0 |
| nand4_1 | 6 | 37.5 |
| ha_1 | 2 | 25.0 |
| dfxtp_1 | 48 | 961 |
| mux2i_1 | 16 | 160 |
| xnor2_1 | 9 | 78.8 |
| inv_1 | 6 | 22.5 |
| nor4_1 | 6 | 37.5 |
| nor2_1 | 17 | 63.8 |
| xor2_1 | 2 | 17.5 |
| nand3_1 | 5 | 25.0 |
Power and IR drop assume default switching activity.
