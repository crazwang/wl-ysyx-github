File: /design/flow/constraint.sdc
current_design alu

set clk_period 4.6
set clk_io_pct 0.2

create_clock -name clk0 -period $clk_period

set non_clock_inputs [all_inputs -no_clocks]
set_input_delay [expr $clk_period * $clk_io_pct] -clock clk0 $non_clock_inputs
set_output_delay [expr $clk_period * $clk_io_pct] -clock clk0 [all_outputs]
File: /design/flow/run.sh
#!/bin/bash
# OpenROAD 26Q1-2900-gdf79404cd8, Yosys 0.63+post, stock flow scripts
make -C /OpenROAD-flow-scripts/flow DESIGN_CONFIG=/design/flow/config.mk WORK_HOME=/design/flow/orfs finish
File: /design/flow/config.mk
export PLATFORM = sky130hd
export DESIGN_NAME = alu
export DESIGN_NICKNAME = alu
export VERILOG_FILES = /design/flow/design.v
export SDC_FILE = /design/flow/constraint.sdc
export NUM_CORES = 4
export LEC_CHECK = 1
export CORE_AREA = 10 10 70 70
export DIE_AREA = 0 0 80 80
File: /design/flow/design.v
module alu(a,b,sel,c,cf,of,out,zero);
    input [3:0] a;
    input [3:0] b;
    input [2:0] sel;
    output reg [3:0] c;
    output reg cf,of,out,zero;
    reg [3:0]b_bar;
    reg cf_bar;
    always @(a or b or sel) begin
        case(sel)
            3'b000 : begin
                        {cf,c} = a + b;
                        of = (a[3] == b[3])&& (c[3] != a[3]);
                        out = 1'b0;
                        zero = ~ (| c);
                        b_bar = 4'd0000;
                        cf_bar = 1'd0;
                     end
            3'b001 : begin
                        b_bar = ~b +1'b1;
                        {cf_bar,c} = a + b_bar;
                        cf = !cf_bar;
                        of = (a[3] == b_bar[3])&& (c[3] != a[3]);
                        out = 1'b0;
                        zero = ~(| c);              
                     end
            3'b010 : begin
                        c = ~ a;
                        {b_bar,cf_bar,cf,of,out,zero}={4'b0000,1'b0,1'b0,1'b0,1'b0,1'b0};
                     end
            3'b011 : begin
                        c = a & b;
                        {b_bar,cf_bar,cf,of,out,zero}={4'b0000,1'b0,1'b0,1'b0,1'b0,1'b0};
                     end
            3'b100 : begin
                        c = a | b;
                        {b_bar,cf_bar,cf,of,out,zero}={4'b0000,1'b0,1'b0,1'b0,1'b0,1'b0};
                     end                     
            3'b101 : begin
                        c = a ^ b;
                        {b_bar,cf_bar,cf,of,out,zero}={4'b0000,1'b0,1'b0,1'b0,1'b0,1'b0};
                     end
            3'b110 : begin
                        if(a[3] == 1 && b[3] == 0)
                            out = 1'b1 ;
                        else if(a[3] == 0 && b[3] ==1)
                            out = 1'b0 ;
                        else if(a[3] ==1 && b[3] ==1)
                            out = a>b ? 1'b1:1'b0;
                        else
                            out = a<b ? 1'b1:1'b0;
                        {b_bar,c,cf_bar,cf,of,zero}={4'b0000,4'b0000,1'b0,1'b0,1'b0,1'b0};
                     end
            3'b111 : begin
                        out = (a == b)? 1'b1:1'b0;
                        {b_bar,c,cf_bar,cf,of,zero}={4'b0000,4'b0000,1'b0,1'b0,1'b0,1'b0};
                     end
            default :   {b_bar,c,cf_bar,cf,of,out,zero}={4'b0000,4'b0000,1'b0,1'b0,1'b0,1'b0,1'b0};
        endcase   
    end
endmodule
==> commit_impl_results.txt <==
Refresh implementation metrics

* Run status: finished, final reports clean
- The area growth from synthesis to layout is 26.07%.
- In the final layout, the fill cell count is approximately 380.
* Wire length of the first global-routing pass: about 3800 um
- Critical Path Max Stage Delay: around 0.5 ns
- Vert. Die Dim: about 80 um
* Hold Crit Depth: 5
- Derived from the worst setup path, the maximum achievable clock frequency is 229.6 MHz.
- Largest net degree at the start of global routing: 21
- Final number of setup-violating endpoints: 0
- In the post-synthesis netlist, the cell with the most instances is sky130_fd_sc_hd__ha_1.
* DRC violations left: 0
* DR WL/cell: 12.69 um
- The smallest clock period supported by the final layout is computed as about 4.4 ns.
* CP max FO: 4
* Number of warnings the tools reported: 41
* Synthesized chip area reported by yosys: roughly 840 sq um
* First DRT Iteration DRCs: 52
- Fraction of final layout cells with drive strength greater than 1: 6.349%
- Number of violations of the max-capacitance limit: 0
* Hold/Removal Path Class: input pin to output pin
- Arrival @ worst endpoint: 3.44 ns
* Number of standard cells reported by yosys: 111
- After synthesis, the largest area contributor takes up approximately 25% of total cell area.
- Count of antenna-violating nets left after detailed routing: 0
- Lkg Pwr: 0.4515 nW
- Area of the mapped netlist: 844.6 sq um
- The final max-slew violation count recorded for this run is 0.
* Overall power consumption: 0.0001145 W
- After floorplanning, the core was sized to cover 3416 sq um.
* Met3 Track Usage GR: less than 1%
- The share of the core area taken by cells at floorplan is 24.73%.
- Final RePlAce weighted congestion: around 0.88
* Number of clock buffer instances in the layout: 0
- Ratio of final minimum period to clock period: 94.68%
* Die Size: 6400 sq um
- The wire-length estimate of the detail-placed layout is 1788 um.
- Per the placement log, port buffering inserted 19 buffers.
- Total grt overflow: 0
- The netlist uses 39 different library cells.
- DIE WIDTH: ~80 um
* Classification of the worst setup path: input pin to output pin
* Slew of the pin with the lowest slew margin: around 0.53 ns
- Total Negative Setup Slacks: 0 ns
- Relative slew slack: 64.79%
- Number of global-route vias before repair: roughly 840
- CP Capture Type: output pin
- Std cell rows: 21
* First-pass iteration count of the detailed router: 4
- Once the clock tree was built, the setup fixing pass inserted 0 buffers.
- The report lists the power per cell area as 107.6 nW/um^2.
* Seq. cell area: 0 sq um
- Most frequent cells after synthesis: 17 x sky130_fd_sc_hd__ha_1, 12 x sky130_fd_sc_hd__inv_1, 8 x sky130_fd_sc_hd__nor2_1
- 19 I/O pins were placed.
- For this run, the share of the core covered by cells in the final layout is slightly above 30%.
- The layout report lists the multi-input gate area as between 700 and 800 sq um.
- Max stage delay cell, worst path: sky130_fd_sc_hd__clkdlybuf4s50_1
- Number of flip-flops and latches: 0
- STA classifies the critical path startpoint as an input pin.
- The number of antenna violations at the first check in global routing was 0.
- Summing over every cut layer, the via total after detailed routing is slightly above 800.
- RSZ-0062 raised after global routing: no
- Hold bufs inserted after CTS: 0
- Per the detail_route report, inserted antenna diodes total 0.
- Final Hold Violation Tally: 0
* Count of instances resized after the clock tree is built: 0
- Total wire length after detailed routing: around 2200 um
- Top cells by area in the synthesized netlist: sky130_fd_sc_hd__ha_1 25%, sky130_fd_sc_hd__inv_1 5.3%, sky130_fd_sc_hd__nand2b_1 5.2%, sky130_fd_sc_hd__xnor2_1 5.2%, sky130_fd_sc_hd__fa_1 4.7%
- The global routing report lists met2 layer usage as 12.20%.
- Data required time at the worst endpoint: 3.68 ns
- Sequential elements use 0% of the synthesized area.
* Mean instance size in the synthesized netlist: 7.609 sq um
- Counting the warning lines in the Yosys log gives 1.
* Series of cell instances along the critical path: clkdlybuf4s50_1 -> inv_1 -> ha_1 -> inv_1 -> fa_1 -> xor2_1 -> o21a_1 -> o221ai_1 -> o31a_1 -> clkdlybuf4s50_1
* Most used routing layer: met2
- Synth Instances: 111
* Met1 GRT Util: roughly 8.6%
* GR Util All Layers: 6.850%
- Peak supply drop: 23.37 uV
* Cell taking the most area after synthesis: sky130_fd_sc_hd__ha_1
- The routed design shows a via density per instance of 4.831.
==> metal layers <==
layer | routed length [um] | part of all wire, %
met5 | 0 | 0
met4 | 35 | 1.6
met3 | 91 | 4.2
met2 | 1098 | 50
met1 | 956 | 44
==> cells by family after synthesis <==
family / count (synthesis) / synth area share (%)
fa+ha+maj: 19 / 29.93
buf+inv: 18 / 10.37
xor+xnor: 6 / 6.222
simple gates: 35 / 24.74
mux: 1 / 1.185
compound gates: 32 / 27.56
==> cells in the final DEF (no fill, tap or decap), types with 2 or more instances in the layout <==
| master | Yosys | routed |
|---|---|---|
| sky130_fd_sc_hd__o22ai_1 | 4 | 4 |
| sky130_fd_sc_hd__nor2b_1 | 2 | 2 |
| sky130_fd_sc_hd__buf_4 | 0 | 2 |
| sky130_fd_sc_hd__inv_1 | 12 | 12 |
| sky130_fd_sc_hd__clkdlybuf4s50_1 | 0 | 19 |
| sky130_fd_sc_hd__nor3_1 | 3 | 3 |
| sky130_fd_sc_hd__a21o_1 | 3 | 3 |
| sky130_fd_sc_hd__nor2_1 | 8 | 8 |
| sky130_fd_sc_hd__fa_1 | 2 | 2 |
| sky130_fd_sc_hd__xnor2_1 | 5 | 5 |
| sky130_fd_sc_hd__ha_1 | 17 | 17 |
| sky130_fd_sc_hd__a21oi_1 | 7 | 7 |
| sky130_fd_sc_hd__nand2_1 | 4 | 4 |
| sky130_fd_sc_hd__nand2b_1 | 7 | 7 |
| sky130_fd_sc_hd__o21ai_0 | 2 | 2 |
| sky130_fd_sc_hd__nor3b_1 | 2 | 2 |
| sky130_fd_sc_hd__a31oi_1 | 5 | 5 |
==> stage by stage <==
stage | cell area (sq um) | hold slack [ns] | instances | worst slack [ns]
floorplan | 844.6 | 1.967 | 111 | 1.373
global placement | 1065 | 2.997 | 172 | 0.2569
detailed placement | 1065 | 3.005 | 172 | 0.2502
CTS | 1065 | 3.005 | 172 | 0.2286
global route | 1065 | 3.063 | 172 | 0.04256
finish | 1065 | 2.991 | 172 | 0.2447
==> worst max-delay path: cells and delay by family <==
kind	cells	cell delay (ns)
AOI/OAI and AO/OA	3	0.52
adders and majority gates	2	0.70
buffers and inverters	4	1.11
xor gates and xnor gates	1	0.17
==> final cells by class <==
class / count / area share [%]
tap: 46 / 5.405
inverter: 12 / 4.230
multi-input combinational: 93 / 71.09
timing repair buffer: 21 / 19.27
==> final timing paths <==
| kind | to | slack, ns | startpoint |
|---|---|---|---|
| worst max-delay path | c[2] | 0.24 | b[1] |
| worst min-delay path | c[0] | 2.99 | sel[1] |
==> report_power, final <==
group / internal [W] / switching [W] / total, W / leakage, nW
clock network: 0 / 0 / 0 / 0
registers: 0 / 0 / 0 / 0
logic: 0.0000584 / 0.0000561 / 0.000115 / 0.451
total: 0.0000584 / 0.0000561 / 0.000115 / 0.451
Power and IR drop assume default switching activity.
